`flow/design.v`:
```
module registers(rr1, rr2, wr, wd, rd1, rd2, CLK, regwrite);
	input [4:0] rr1, rr2, wr;
	input [31:0] wd;
	input CLK, regwrite;
	output [31:0] rd1, rd2;
	reg [31:0] register[31:0];
	assign rd1 = register[rr1];
	assign rd2 = register[rr2];
	always @(posedge CLK) begin
		if(regwrite) register[wr] <= wd;
	end
endmodule
```
`flow/run.sh`:
```
#!/bin/bash
# OpenROAD 26Q1-2900-gdf79404cd8, Yosys 0.63+post, stock flow scripts
make -C /OpenROAD-flow-scripts/flow DESIGN_CONFIG=/design/flow/config.mk WORK_HOME=/design/flow/orfs finish
```
`flow/config.mk`:
```
export PLATFORM = sky130hd
export DESIGN_NAME = registers
export DESIGN_NICKNAME = registers
export VERILOG_FILES = /design/flow/design.v
export SDC_FILE = /design/flow/constraint.sdc
export NUM_CORES = 4
export LEC_CHECK = 1
export CORE_UTILIZATION = 30
```
`flow/constraint.sdc`:
```
current_design registers

set clk_period 8.5
set clk_io_pct 0.2

create_clock -name clk0 -period $clk_period [get_ports {CLK}]

set non_clock_inputs [all_inputs -no_clocks]
set_input_delay [expr $clk_period * $clk_io_pct] -clock clk0 $non_clock_inputs
set_output_delay [expr $clk_period * $clk_io_pct] -clock clk0 [all_outputs]
```
==> flow_summary.toml <==
# flow metrics
[placed_design]
portBuffers = 112
dp_hpwl_um = 85070
gp_congestion = 0.8644
post-place-ws_ns = 1.977
dp.cells = 5527

[die]
fp_util_pct = 30.32
chipWidth_um = 405.3
core_area_mm2 = 0.1609
die_y_um = 405.3
core.rowCount = 147
pin_count = 113
dieArea_mm2 = 0.1642

[setup_path]
required_ns = 6.80
arrival_ns = 4.88
critical_path.max_fanout = 29
criticalPathCategory = "in2out"
critPathLaunchType = "input pin"
crit_start = "rr1[2]"
critPathCaptureType = "output pin"

[clocking]
cts_tree = "built"
htreeDepth = 3
numClockSinks = 1024
cts-root-buf = "clkbuf_16"
cts_hold_buf = 0
cts_resized = 0
cts_buffers = 102
clk_pin_slew_ns = 0.06
clockBufferDepth = 3
cts_setup_buffers = 0

[route]
vias = 31010
antenna_left = 0
drtPass1Iterations = 5
via_per_inst = 5.418
routedWlPerCell_um = 27.02
wirelength_um = 154600
route.detailed.drc = 0
first_iter_violations = 2097

[power]
clkPwrFrac_pct = 40.3
peakVddDrop_mv = 0.1877
p_sw_share_pct = 23.43
powerDensity_mw_per_mm2 = 200.5
power.switching_mw = 2.624
power.share.sequential_pct = 50.4
intPower_mw = 8.573
p_comb_share_pct = 9.3
power_leakage_nw = 20.11
power.total_mw = 11.20

[layout]
combGateArea_mm2 = 0.01678
drive_above_1_share_pct = 9.050
layout.cells.non_filler = 5723
regArea_mm2 = 0.03075
fill_cells = 15130
regMostFlops = "register"
largest_reg_flops = 1024
area_growth_pct = 14.46
top_regs = "register (1024)"

[sta]
finalSetupViolations = 0
slew_viol_final = 0
whs_ns = 1.824
hold_viol = 0
layout_setup_ws_ns = 1.924
rsz0062_at_grt = "no"
period_used_pct = 77.36
maxSlewHeadroom_pct = 30.99
min_period_ns = 6.576
worst_pin_slew_ns = 1.032
tns_ns = 0
fmax_mhz = 152.1

[global_routing]
grt_pass1_wl_um = 221400
antenna_found_initial = 9
overflow = 0
grt_util_met2_pct = 30.72
busiest_layer = "met2"
grt_use_met3_pct = 11.08
use_met1_pct = 23.52
grt_max_degree = 93
grt_use_total_pct = 19.70
grt_pass1_vias = 32150

[synthesis]
synth_cell_type_count = 23
synth_area_mm2 = 0.04879
ys_area_mm2 = 0.04879
ys.flops = 1024
synthCells = 3386
yosysCellCount = 3386
synth_warnings = 1
avgSynthCellArea_um2 = 14.41
yosys.stat.seqShare_pct = 63.03

[run_status]
outcome = "completed"

[min_path]
min_from = "wd[22]"
worstHoldPathType = "in2reg"

[run]
tool_warnings = 26
cap_violations = 0
==> Yosys cell counts (all sizes together) <==
library cell | instances | area, um2
and2 | 2 | 12.51
nand3b | 5 | 37.54
nand2b | 4 | 25.02
nand3 | 194 | 970.9
mux2i | 1024 | 10250
clkbuf | 90 | 352.8
or3 | 1 | 6.260
a31oi | 64 | 400.4
a21oi | 192 | 960.9
a22oi | 192 | 1441
edfxtp | 1024 | 30750
nor2b | 4 | 25.02
or2 | 2 | 12.51
buf | 163 | 1214
a22o | 128 | 1121
nor2 | 35 | 131.4
nor3 | 64 | 320.3
or3b | 3 | 26.28
nand2 | 195 | 732.0
==> cell type report <==
cell class                      count  area share [%]
Sequential cell                  1024           55.06
Multi-Input combinational cell   2109           30.05
Clock buffer                      125           4.840
Tap cell                         2160           4.840
Timing Repair Buffer              234           4.136
Clock inverter                     66           1.053
Antenna cell                        5         0.02241
==> kinds of logic after synthesis <==
| group | share of synthesized area, % |
|---|---|
| compound gates | 8.042 |
| mux | 21.01 |
| simple gates | 4.714 |
| buf+inv | 3.211 |
| flops | 63.03 |
==> per-layer routing <==
metal  wire length, um  vias to the layer above
li1                  -                    13560
met1             55710                    15440
met2             73070                     1697
met3             20500                      298
met4              5293                       12
met5                71                        -
==> layout by cell type, fill, tap and decap left out, types with 25 or more instances in the layout <==
cell,count
a21oi_1,192
a22o_1,128
a22oi_1,192
a31oi_1,64
buf_4,101
clkbuf_16,105
clkdlybuf4s50_1,110
clkinv_2,25
edfxtp_1,1024
mux2i_1,1024
nand2_1,193
nand3_1,194
nor2_4,34
nor3_1,64
==> path summary, 6_finish.rpt <==
kind	cells after the start	end	slack (ns)
worst max-delay path	8	rd1[30]	1.92
worst min-delay path	2	register[26][22]	1.82
==> stage by stage <==
stage               util [%]  area, um2
floorplan                  -      48790
global placement       32.65      52540
detailed placement     32.65      52540
CTS                    34.69      55830
global route           34.70      55840
finish                 34.70      55840
==> worst max-delay path, stage by stage <==
cell             delay [ns]
clkdlybuf4s50_1        0.63
nor2b_4                0.80
buf_4                  0.57
a22o_1                 0.20
nor3_1                 0.05
a31oi_1                0.26
nand3_1                0.18
clkdlybuf4s50_1        0.44
==> power by group through the flow <==
| stage | Combinational, mW | Clock (mW) | Sequential [mW] |
|---|---|---|---|
| 6_report | 1.04 | 4.51 | 5.64 |
| 5_1_grt | 1.11 | 4.75 | 5.65 |
| 4_1_cts | 1.04 | 4.57 | 5.64 |
Power is estimated from default activity; no workload was simulated.
