===== ./run.sh =====
#!/bin/bash
# OpenROAD 26Q1-2900-gdf79404cd8, Yosys 0.63+post, stock flow scripts
make -C /OpenROAD-flow-scripts/flow DESIGN_CONFIG=/design/flow/config.mk WORK_HOME=/design/flow/orfs finish

===== ./config.mk =====
export PLATFORM = sky130hd
export DESIGN_NAME = RAM
export DESIGN_NICKNAME = RAM
export VERILOG_FILES = /design/flow/design.v
export SDC_FILE = /design/flow/constraint.sdc
export NUM_CORES = 4
export LEC_CHECK = 1
export CORE_UTILIZATION = 50

===== ./constraint.sdc =====
current_design RAM

set clk_period 29.5
set clk_io_pct 0.2

create_clock -name clk0 -period $clk_period [get_ports {clk}]

set non_clock_inputs [all_inputs -no_clocks]
set_input_delay [expr $clk_period * $clk_io_pct] -clock clk0 $non_clock_inputs
set_output_delay [expr $clk_period * $clk_io_pct] -clock clk0 [all_outputs]

===== ./design.v =====
module RAM 
#(parameter DATA_WIDTH=32, parameter ADDR_WIDTH=5)
(
	input [(DATA_WIDTH-1):0] data,
	input [(ADDR_WIDTH-1):0] addr,
	input we, mr, clk,
	output [(DATA_WIDTH-1):0] q
);
	reg [DATA_WIDTH-1:0] ram[2**ADDR_WIDTH-1:0];
	reg [ADDR_WIDTH-1:0] addr_reg;
	always @ (posedge clk)
	begin
		if (we)
			ram[addr] <= data;
		addr_reg <= addr;
	end
	assign q = ram[addr_reg];
endmodule

==> impl_metrics.ini <==
; flow metrics
[yosys]
async_flop_share_pct = 0
yosys_area_um2 = 39900
ys.flops = 1029
synth_seq_share_pct = 77.2
ys_cells = 2233
yosys.cell_types.count = 25
synth_warnings = 1
synth-edff-count = 1024
synth_area_per_cell_um2 = 17.9
synthFlopType = edfxtp_1
synth_area_um2 = 39900
syn_inst = 2233

[final_timing]
hold_viol_final = 0
period_needed_ns = 11.57
fmax_ghz = 0.0864
maxSlewViolCount = 0
fin_tns_setup_ns = 0
finalClockPeriodUsage_pct = 39.2
worst_slew_pin_slew_ns = 0.979
setup_violations = 0
rsz0062_at_grt = false
slew-limit-headroom_pct = 34.5
timing.hold.ws_ns = 5.87

[clock_tree]
clock_sinks = 1029
numCtsBuffers = 101
htreeDepth = 3
cts_resized = 0
root_buffer = clkbuf_16
post_cts_buffers = 0
cts_max_path_buffers = 3
hold_buffers = 0
clk_pin_slew_worst_paths_ns = 0.06
cts_tree = done

[power]
pwr-share-clk_pct = 40.4
p_total_mw = 3.00
p_sw_uw = 618
seq_power_share_pct = 54.4
power_density_nw_per_um2 = 66.3
combPwrFrac_pct = 5.2
p_sw_share_pct = 20.6
max-vdd-ir-drop_v = 0.0000474
p_int_mw = 2.38
p_leak_nw = 15.6

[floorplan]
design.core.area_um2 = 79000
pin_count = 72
chipHeight_um = 285
dieArea_um2 = 81000
rows = 103
fp_util_pct = 50.6
die_w_um = 285

[global_routing]
track_usage_pct = 26.3
grt_max_degree = 101
grt_pass1_wl_mm = 138
grt-ovfl-total = 0
antenna_found_initial = 5
grt_pass1_vias = 21500

[placement]
dp_cells = 3308
io_buffer_count = 70
place_congestion = 0.802
dp_hpwl_mm = 45.8

[route]
drt_iter0_drc = 1033
routed_wirelength_mm = 93.7
wl_per_cell_um = 26.8
drcViolationCount = 0
vias = 20400
drt_pass1_iterations = 5
drtAntennaViolNets = 0
via_per_inst = 5.83

[worst_setup_path]
worst_setup_path_start_kind = flip-flop
path_cells = buf_4 -> buf_4 -> buf_4 -> buf_4 -> mux2i_1 -> a22o_1 -> nor3_1 -> a31oi_1 -> nand3_1 -> clkdlybuf4s50_1
crit_path_max_incr_delay_ns = 0.77
cp_common_cell = buf_4
path_max_fanout = 46
end_kind = output pin
arrival_ns = 5.67
critPathTopFamily = buffers and inverters
cp.buffers_inverters = 5
worst-setup-path-type = flip-flop to output pin
crit_required_ns = 23.60
slowest_stage = dfxtp_4

[hold_path]
hold_class = primary input to flip-flop

[run]
drv_cap = 0
warnings = 30

[outcome]
run_status = finished, final reports clean

[cells_and_area]
layout-drive-gt1-share_pct = 10.6
regMostFlops = ram
top_regs = ram (1024)
layoutNonFillerInstCount = 3494
fin_util_pct = 57.3
largest_register_ffs = 1024
syn_to_final_growth_pct = 13.3
-- cells in the final DEF (no fill, tap or decap), drive strengths merged --
cell type	n
a21oi	96
a22o	64
a22oi	96
a31oi	32
and2	1
and2b	1
buf	82
bufinv	6
clkbuf	124
clkdlybuf4s50	70
clkinv	51
clkinvlp	1
dfxtp	5
diode	1
edfxtp	1024
inv	3
mux2i	512
nand2	98
nand2b	2
nand3	98
nand3b	5
nor2	34
nor2b	1
nor3	32
or2	1
or3	1
or3b	3
-- power by group through the flow --
| stage | clock, mW | combinational [mW] | sequential [mW] |
|---|---|---|---|
| 4_1_cts | 1.23 | 0.159 | 1.63 |
| 5_1_grt | 1.29 | 0.171 | 1.63 |
| 6_report | 1.21 | 0.157 | 1.63 |
-- per-layer routing --
metal,vias up,share of wire [%],global-route usage [%]
met2,1166,47,38.5
met4,10,2.3,4.69
met1,9886,33,34.1
met5,-,0.15,1.31
met3,140,17,19.1
li1,9164,-,-
-- logic make-up after synthesis --
logic type | share of synthesized area [%]
DFF | 77.2
buffers and inverters | 1.89
muxes | 12.8
AOI/OAI and AO/OA | 4.91
and+or+nand+nor | 3.14
-- Yosys cell counts, types with 32 or more instances --
library cell,n,area share [%]
clkbuf_1,46,0.43
nand2_1,98,0.92
edfxtp_1,1024,77
a31oi_1,32,0.50
nor2_1,34,0.32
mux2i_1,512,13
a21oi_1,96,1.2
nand3_1,98,1.2
nor3_1,32,0.40
a22oi_1,96,1.8
buf_4,33,0.62
a22o_1,64,1.4
-- per-stage QoR --
stage	area (um2)	worst slack, ns
final	45300	17.93
after global routing	45300	17.64
after CTS	45300	17.83
after detailed placement	42100	18.54
after global placement	42100	18.61
after floorplan	39900	21.17
-- final timing paths --
path   endpoint  cells after the start       from  slack, ns
min   flip-flop                      1    addr[1]       5.87
max       q[19]                     10  flip-flop      17.93
-- final cells by class --
class | count | area (um2)
clock inverters | 61 | 438
flip-flops and latches | 1029 | 30900
fillers | 5628 | 33700
multi-input cells | 1077 | 8610
well taps | 1050 | 1310
clock buffers | 124 | 2700
repair buffers | 152 | 1350
diodes | 1 | 2.50
No activity file was given, so power comes from the tool's default toggle rates.
